==> /design/flow/run.sh <==
#!/bin/bash
# OpenROAD 26Q1-2900-gdf79404cd8, Yosys 0.63+post, stock flow scripts
make -C /OpenROAD-flow-scripts/flow DESIGN_CONFIG=/design/flow/config.mk WORK_HOME=/design/flow/orfs finish
==> /design/flow/config.mk <==
export PLATFORM = sky130hd
export DESIGN_NAME = QSort
export DESIGN_NICKNAME = QSort
export VERILOG_FILES = /design/flow/design.v
export SDC_FILE = /design/flow/constraint.sdc
export NUM_CORES = 4
export LEC_CHECK = 1
export CORE_UTILIZATION = 30
==> /design/flow/constraint.sdc <==
current_design QSort

set clk_period 23.5
set clk_io_pct 0.2

create_clock -name clk0 -period $clk_period [get_ports {clk}]

set non_clock_inputs [all_inputs -no_clocks]
set_input_delay [expr $clk_period * $clk_io_pct] -clock clk0 $non_clock_inputs
set_output_delay [expr $clk_period * $clk_io_pct] -clock clk0 [all_outputs]
==> /design/flow/design.v <==
module partition(xin,xout,i,j,loc_in,loc_out,clk,init,complete,read,write);
parameter N = 8;
input clk,init,read,write;
reg[31:0] vec[0:N-1];
input[31:0] xin;
input[31:0] i,j;
input[31:0] loc_in;
output reg[31:0] loc_out,xout;
output reg complete;
reg[31:0] right,left,loc;
reg set;
reg[31:0] temp,count;
reg[3:0] state;
parameter S0=4'b0000,S1=4'b0001,S2=4'b0010,S3=4'b0011,S4=4'b0100,S5=4'b0101,S6=4'b0110,S7=4'b0111,S8=4'b1000;
always @(posedge clk) begin
  if(read && count!=N)begin
  vec[count]<=xin;
  count<=count+1;
  end
  else if(~read && ~write)count<=0;
end
always @(posedge clk) begin
  if(write && count!=N)begin
    xout<=vec[count];
    count=count+1;
  end
end
always @(posedge clk) begin
    case(state)
    S0:begin state<=init?S1:S0; complete<=0;loc<=loc_in;complete<=0;left<=i;right<=j;end
    S1:begin
      complete<=0;
      if(vec[loc]<=vec[right] && loc!=right)state<=S2;
      else if(vec[loc]>vec[right])begin state<=S4;vec[loc]<=vec[right];vec[right]<=vec[loc];loc<=right;end
      else if(loc==right)state<=S3;
    end
    S2:begin
      if(vec[loc]<=vec[right] && loc!=right)begin state<=S2;right<=right-1;end
      else if(vec[loc]>vec[right])begin state<=S4;vec[loc]<=vec[right];vec[right]<=vec[loc];loc<=right;end
      else if(loc==right)state<=S3;
    end
    S3:begin state<=S0;set<=1;complete<=1;loc_out<=loc;end
    S4:begin
      if(vec[loc]>=vec[left] && left!=loc)state<=S5;
      else if(vec[loc]<vec[left])begin state<=S7;vec[loc]<=vec[left];vec[left]<=vec[loc];loc<=left; end
      else if(loc==left)state<=S6;
    end
    S5:begin
      if(vec[loc]>=vec[left] && left!=loc)begin state<=S5;left<=left+1; end
      else if(vec[loc]<vec[left])begin state<=S7;vec[loc]<=vec[left];vec[left]<=vec[loc];loc<=left; end
      else if(loc==left)state<=S6;
    end
    S6:begin state<=init?S0:S6;set<=1;complete<=1;loc_out<=loc;end
    S7:state<=S1;
    endcase
end
endmodule
module stack(clk,val1,val2,push,pop,ret1,ret2,empty);
parameter N = 64;
input[31:0] val1,val2;
input clk,push,pop;
output reg empty;
output reg[31:0] ret1,ret2;
reg[31:0]  counter;
reg[31:0] mem[0:N];
always @(posedge clk) begin
    if(push)begin
        mem[counter]<=val2;
        mem[counter+1]<=val1;
        counter<=counter+2;
    end
    else if(pop && counter!=0)begin
      ret1<=mem[counter-1];
      ret2<=mem[counter-2];
      counter<=counter-2;
    end
end
always @(counter) begin
    empty<=(counter==0);
end
endmodule
module controller(clk,init,size,empty,complete,ret1,ret2,val1,val2,loc,push,pop,init_p,Qcomp);
input clk,init,empty,complete;
input[31:0] ret1,ret2,loc,size;
output reg push,pop,init_p;
output reg[31:0] val1,val2;
output reg Qcomp;
parameter S0=4'b0000,S1=4'b0001,S2=4'b0010,S3=4'b0011,S4=4'b0100,S5=4'b0101,S6=4'b0110,S7=4'b0111,S8=4'b1000,S9=4'b1001,Si=4'b1010;
reg[3:0] state;
reg[31:0]  i,j;
always @(posedge clk) begin
    case(state)
    S0:state<=init?S9:Si;
    Si:state<=init?S0:Si;
    S9:state<=S1;
    S1:state<=empty?S0:S2;
    S2:state<=S3;
    S3:state<=S4;
    S4:state<=complete?S5:S4;
    S5:state<=S6;
    S6:state<=S7;
    S7:state<=S8;
    S8:state<=S1;
    endcase
end
always @(state) begin
    case(state)
    S0:begin push<=1;val1<=0;val2<=size-1;Qcomp<=0;init_p<=0;end
    Si:begin Qcomp<=1;push<=0;end
    S9:begin push<=0;end
    S2:begin pop<=1;push<=0;end
    S3:pop<=0;
    S4:init_p<=1;
    S5:init_p<=0;
    S6:begin if(ret1<(loc-1) && loc>0)begin 
    push<=1;val1<=ret1;val2<=loc-1;end end
    S7:begin if((loc+1)<ret2 && loc[31]==0)begin
      push<=1;val1<=loc+1;val2<=ret2;
    end
    end
    S8:push<=0;
    endcase
end
endmodule
module  QSort(xin,xout,init,clk,Qcomp,read,write);
parameter N=8 ;
input clk,init,read,write;
output Qcomp;
input[31:0] xin;
output[31:0] xout;
wire[31:0] ret1,ret2,val1,val2,out;
wire[31:0] size;
wire init_p,empty,complete,push,pop,c;
assign size=N;
assign c=clk;
controller C(clk,init,size,empty,complete,ret1,ret2,val1,val2,out,push,pop,init_p,Qcomp);
stack S(clk,val1,val2,push,pop,ret1,ret2,empty);
partition P(xin,xout,ret1,ret2,ret1,out,clk,init_p,complete,read,write);
endmodule
==> metrics.yaml <==
synth:
  yosys_area_mm2: 0.06072
  yosys_most_used_dff: "edfxtp_1"
  ys_async_sr_fraction_pct: 0
  yosys_warnings: 3
  ys_seq_elements: 1159
  edf_count: 1095
  synthDistinctLibCells: 87
  yosys_cells: 4211
run_status:
  status: "did not finish"
  lastStage: "synthesis (1_2_yosys)"
  error: "ERROR: Found 32 problems in 'check -assert'."
cells by family after synthesis:
kind of cell	after synthesis	synth area share, %
adder cells (fa/ha/maj)	135	2.782
multiplexers	559	17.95
AND/OR/NAND/NOR	1045	8.521
buffers and inverters	440	3.186
latches	36	0.8902
XOR/XNOR	218	3.145
AND-OR/OR-AND	655	8.447
flip-flops	1123	55.08
synth_stat cells (5+ instances only):
cell type	n	area share, %
buf_1	60	0.37
a22oi_1	32	0.40
inv_1	91	0.56
or2_2	5	0.052
ha_1	135	2.8
o211a_1	64	1.1
o31a_1	30	0.43
nand3b_1	8	0.099
nor2_1	306	1.9
o21ai_0	29	0.24
edfxtp_1	1095	54
a221oi_2	11	0.27
a31oi_1	6	0.062
nand2_1	235	1.5
mux2i_1	100	1.6
dfxtp_1	28	0.92
nand2b_1	39	0.40
nand4_1	112	1.2
a221oi_1	150	2.2
nand3_1	59	0.49
dlxtn_1	36	0.89
buf_2	68	0.56
mux2_2	31	0.57
nor2b_1	44	0.45
mux4_2	416	15
and3_1	22	0.23
a22o_1	33	0.48
or3_1	20	0.21
a211oi_1	7	0.087
xnor2_1	118	1.7
or4_1	7	0.087
mux2_4	12	0.30
o21a_1	5	0.062
a21oi_1	123	1.0
nor3_1	78	0.64
o211ai_1	69	0.85
a21o_1	57	0.70
and2_1	43	0.44
xor2_1	100	1.4
and4_1	15	0.22
buf_6	19	0.35
clkbuf_1	197	1.2
nor4_1	28	0.29
